File: flow/constraint.sdc
current_design CMD_Detector

set clk_period 8.5
set clk_io_pct 0.2

create_clock -name clk0 -period $clk_period [get_ports {clk}]

set non_clock_inputs [all_inputs -no_clocks]
set_input_delay [expr $clk_period * $clk_io_pct] -clock clk0 $non_clock_inputs
set_output_delay [expr $clk_period * $clk_io_pct] -clock clk0 [all_outputs]
File: flow/config.mk
export PLATFORM = sky130hd
export DESIGN_NAME = CMD_Detector
export DESIGN_NICKNAME = CMD_Detector
export VERILOG_FILES = /design/flow/design.v
export SDC_FILE = /design/flow/constraint.sdc
export NUM_CORES = 4
export LEC_CHECK = 1
export CORE_UTILIZATION = 30
File: flow/run.sh
#!/bin/bash
# OpenROAD 26Q1-2900-gdf79404cd8, Yosys 0.63+post, stock flow scripts
make -C /OpenROAD-flow-scripts/flow DESIGN_CONFIG=/design/flow/config.mk WORK_HOME=/design/flow/orfs finish
File: flow/design.v
module CMD_Detector (
    input clk,
    input reset,
    input Rx,
    input [7:0] PAYLOAD_ID,
    input [7:0] clk_per_bit,
    output wire CMD_Detected,
    output CMD_WCLK,
    output[7:0] PARAM_Byte,
    output[4:0] CMD_WADDR
);
    reg cmd_sync_flag =0;
    reg cmd_wclk;
    reg chk_tc_cntr_flg;
    reg chk_pay_id_flg;
    reg chk_tc_len_flg;
    reg[7:0] tc_cntr_curr;
    reg[7:0] tc_cntr_prev;
    reg[7:0] pay_id;
    function [7:0]shifter(input reg [7:0] CMD_BYTE);
        integer i;
        for (i = 0;i<8;i = i + 1) begin
            shifter[7-i] = CMD_BYTE[i];
        end
    endfunction
    reg [7:0] CMD_BYTE;
    reg [7:0] cmd_byte;
    reg[11:0] cmd_seq;
    reg [10:0] cmd_state = 0;   
    reg [7:0] cmd_bits_rx;
    parameter cmd_id = 8'hFC;
    parameter Minor_ID = 8'hFE;
    parameter CMD_IDLE = 3'b000;
    parameter CMD_START_BIT = 3'b001;
    parameter CMD_DETECTED_BIT = 3'b010;
    parameter CHK_TC_CNTR = 3'b011;
    parameter CHK_PAY_ID = 3'b100;
    parameter CHK_TC_LEN = 3'b101;
    parameter CMD_PARAM_RX = 3'b110;
    reg[2:0] cmd_uart_state;
    reg[5:0] cmd_clk_counts;
    reg cmd_detect_flg;
    reg[7:0] param_reg;
    reg[4:0] cmd_waddr;
    reg[7:0] num_params;
    reg[7:0] NUM_PARAM_TO_RX;
    reg[7:0] pay_id_seq;
    reg[7:0] xor_op;
    always @(posedge clk) begin
        if(reset == 1)begin
            case (cmd_uart_state)
                CMD_IDLE: begin
                    CMD_BYTE <= cmd_id;
                    cmd_byte <= shifter(CMD_BYTE);
                    cmd_seq <= {1'b0, cmd_byte, 1'b1, 1'b1};
                    pay_id_seq <= {1'b0, PAYLOAD_ID, 1'b0, 1'b1};
                    cmd_state <= 11'b0;
                    cmd_bits_rx <= 8'd0;
                    cmd_sync_flag <= 1'b0;
                    cmd_wclk <= 0;
                    cmd_state <= 11'd0;
                    if(Rx == 1'b0) begin
                        if(cmd_clk_counts >= (clk_per_bit - 1) /2)begin
                            cmd_state <= {cmd_state[9:0], 1'b0};
                            cmd_sync_flag <= 1'b1;
                            cmd_clk_counts <= 0;
                            cmd_uart_state <= CMD_START_BIT;
                        end
                        else begin
                            cmd_clk_counts <= cmd_clk_counts + 1'b1;
                            cmd_uart_state <= CMD_IDLE;
                        end
                    end                   
                end
                CMD_START_BIT: begin
                    if(cmd_clk_counts >= (clk_per_bit - 1)) begin
                            cmd_state <= {cmd_state[9:0], Rx}; 
                            cmd_clk_counts <= 6'd0;
                            cmd_bits_rx <= cmd_bits_rx + 8'b1;
                        if(cmd_bits_rx > 8'd9) begin
                                if(cmd_detect_flg == 1)begin
                                    param_reg <= cmd_state[9:2];
                                    cmd_wclk <= 1;
                                    cmd_state <= 11'd0;
                                    cmd_waddr <= cmd_waddr + 5'd1;
                                    num_params <= num_params + 8'd1;
                                    if(num_params == 29 - 1)begin
                                        cmd_clk_counts <= 6'd0;
                                        cmd_uart_state <= CMD_PARAM_RX;
                                        num_params <= 8'd0;
                                    end
                                    else begin
                                        cmd_uart_state <= CMD_IDLE;
                                    end
                                end
                                else if(chk_tc_cntr_flg == 1)begin
                                    tc_cntr_curr <= cmd_state[9:2];
                                    param_reg <= cmd_state[9:2];
                                    cmd_wclk <= 1;
                                    cmd_waddr <= cmd_waddr + 8'd1;
                                    cmd_uart_state <= CHK_TC_CNTR;
                                    cmd_clk_counts <= 6'd0;
                                end
                                else if(chk_tc_len_flg == 1) begin
                                    NUM_PARAM_TO_RX <= shifter(cmd_state[9:2]);
                                    param_reg <= cmd_state[9:2];
                                    cmd_wclk <= 1;
                                    cmd_waddr <= cmd_waddr + 8'd1;
                                    cmd_uart_state <= CHK_TC_LEN;
                                    cmd_clk_counts <= 6'd0;
                                end
                                else if(chk_pay_id_flg == 1) begin
                                    pay_id <= shifter(cmd_state[9:2]);
                                    param_reg <= cmd_state[9:2];
                                    cmd_wclk <= 1;
                                    cmd_waddr <= cmd_waddr + 8'd1;
                                    cmd_uart_state <= CHK_PAY_ID;
                                    cmd_clk_counts <= 6'd0;
                                end
                                else begin
                                    if(cmd_state == cmd_seq)begin
                                        chk_tc_cntr_flg <= 1;
                                        cmd_waddr <= 8'd0;
                                        cmd_uart_state <= CMD_IDLE;
                                        cmd_clk_counts <= 6'd0;
                                    end
                                    else begin
                                        cmd_uart_state <= CMD_IDLE;
                                    end
                                end
                            end
                        else begin
                            cmd_uart_state <= CMD_START_BIT;
                        end
                    end
                    else begin
                        cmd_clk_counts <= cmd_clk_counts + 1'b1;
                        cmd_uart_state <= CMD_START_BIT;
                    end
                end
                CHK_TC_CNTR: begin
                    if(cmd_clk_counts >= (clk_per_bit - 1) )begin
                        cmd_uart_state <= CMD_IDLE;
                    end
                    else begin
                        xor_op <= tc_cntr_curr ^ tc_cntr_prev;
                        if(xor_op != 8'h00) begin
                            chk_tc_len_flg <= 1;
                            tc_cntr_prev <= tc_cntr_curr;
                        end
                        chk_tc_cntr_flg <= 0;
                        cmd_clk_counts <= cmd_clk_counts + 1'b1;
                        cmd_uart_state <= CHK_TC_CNTR;
                    end
                end
                CHK_TC_LEN: begin
                    if(cmd_clk_counts >= (clk_per_bit - 1) )begin
                        cmd_uart_state <= CMD_IDLE;
                    end
                    else begin
                        chk_pay_id_flg <= 1;
                        chk_tc_len_flg <= 0;
                        cmd_clk_counts <= cmd_clk_counts + 1'b1;
                        cmd_uart_state <= CHK_TC_LEN;
                    end
                end
                CHK_PAY_ID: begin
                    if(cmd_clk_counts >= (clk_per_bit - 1) )begin
                        cmd_uart_state <= CMD_IDLE;
                    end
                    else begin
                        if(pay_id == PAYLOAD_ID) begin
                            cmd_detect_flg <= 1;    
                        end
                        chk_pay_id_flg <= 0;
                        cmd_clk_counts <= cmd_clk_counts + 1'b1;
                        cmd_uart_state <= CHK_PAY_ID;
                    end
                end
                CMD_PARAM_RX: begin
                    if(cmd_clk_counts >= (clk_per_bit - 1) )begin
                        cmd_uart_state <= CMD_IDLE;
                        cmd_clk_counts <= 1'b0;
                    end
                    else begin
                        cmd_clk_counts <= cmd_clk_counts + 1'b1;
                        cmd_detect_flg <= 0;
                        cmd_wclk <= 0;
                        cmd_uart_state <= CMD_PARAM_RX;
                    end
                end
                default: begin
                    cmd_uart_state <= CMD_IDLE;
                end
            endcase
        end
        else begin
            cmd_state <= 12'd0;
            cmd_uart_state <= CMD_IDLE;
            cmd_detect_flg <= 0;
            cmd_bits_rx <= 0;
            cmd_clk_counts <= 0;
            cmd_waddr <= 5'd0;
            num_params <= 0;
            NUM_PARAM_TO_RX <= 0;
            param_reg <= 0;
            cmd_wclk <= 0;
            chk_tc_cntr_flg <= 0;
            chk_pay_id_flg <= 0;
            chk_tc_len_flg <= 0;
            tc_cntr_curr <= 0;
            tc_cntr_prev <= 0;
            pay_id <= 0;
            xor_op <= 0;
        end
    end
    assign CMD_WADDR = cmd_waddr;
    assign CMD_WCLK = cmd_wclk;
    assign PARAM_Byte = shifter(param_reg);
    assign CMD_Detected = cmd_detect_flg;
endmodule
==> flow_summary.ini <==
; implementation run metrics
[detailed_routing]
drc = 0
firstDrtPassIters = 25
vias_per_cell = 5.323
ant_nets = 0
wl_um = 10660
wl_per_cell_um = 14.34
drtIter0Drc = 227
diodes = 0
vias = 3955

[synth]
most_common_cell = dfxtp_1
postSynthSeqShare_pct = 38.90
adder_share_pct = 3.824
netlist_instances = 532
yosys-top-cells-count = 89 x dfxtp_1, 44 x nand2_1, 42 x nor2_1, 31 x a21oi_1, 27 x nand3_1
syn_area_um2 = 4581
ys_area_um2 = 4581
synthDistinctLibCells = 68
synthFlopType = dfxtp_1
area_leaders = dfxtp_1 39%, ha_1 3.8%, mux2i_1 3.7%
yosys_warnings = 1
syn_area_per_cell_um2 = 8.610
ys_top_logic_family = simple AND/OR/NAND/NOR gates
ys_sh_aoi_pct = 21.82
synth.area.mux_share_pct = 3.715
largest_area_cell = dfxtp_1
simple_gate_share_pct = 22.40
yosysCellCount = 532
xor_area_share_pct = 5.463
top_area_share_pct = 38.90
ys.flops = 89
synth-edff-count = 0
synthArstFlopShare_pct = 0

[cts]
root_buffer = clkbuf_16
clk_latency_ns = 0.34
cts_setup_buffers = 0
path_clk_slew_ns = 0.07
cts_buffers = 9
cts_sinks = 89
ctsHoldBuffers = 0
cts.repair.resized = 0
cts_tree = yes
cts_buffer_depth = 2
h-tree-depth = 3

[sta]
fmax_ghz = 0.2061
period_minus_slack_ns = 4.853
drv_slew = 0
relSlewSlack_pct = 43.67
final.setup.tns_ns = 0
worst_clock_skew_ns = 0.009728
setup_violations = 0
tightest_slew_ns = 0.8373
hold_viol = 0
fin_crit_sh_pct = 57.09
rsz0062_at_grt = no

[floorplan]
io_pins = 34
chipHeight_um = 125.6
core-area_um2 = 14700
dieArea_um2 = 15770
fp_util_pct = 31.16
row_count = 44
die_x_um = 125.6

[critical_path]
r2r_setup_slack_ns = 5.62
slowest_stage = or4b_1
worstPathRequired_ns = 8.76
start_kind = primary input
r2r-end = num_params[3]$_SDFFE_PN0P_
end_kind = register
slowest_delay_ns = 0.66
r2r.worst_path.cells = 9
worstPathCellList = clkdlybuf4s50_1, inv_1, ha_1, nor3b_1, xnor2_1, o22ai_1, o21ai_2, nand4_1, or4b_1, a21oi_1
critPathTopFamily = simple AND/OR/NAND/NOR gates
crit_buf_inv = 2
reg2reg_from = cmd_clk_counts[0]$_SDFFE_PN0P_
crit_path_start = clk_per_bit[0]
critical_path_class = primary input to register
cp_max_fo = 13
crit_arrival_ns = 5.11

[final_layout]
regMostFlops = cmd_state
syn_to_final_growth_pct = 17.37
fill_cells = 1402
drive_above_1_share_pct = 6.798
largest_register_ff_count = 11

[placed_design]
port_buffers = 33
place_congestion = 0.8553
dpl.hpwl_um = 7213

[worst_hold_path]
hold_end = param_reg[1]$_SDFFE_PN0P_
hold_start = param_reg[1]$_SDFFE_PN0P_
holdPathStages = 2
min_path_type = register to register

[grt]
antenna_found_initial = 0
grt_pass1_wl_um = 17900
grt_overflow = 0
grt_usage_pct = 14.01
grt_pass1_vias = 3617
grt_start_max_net_pins = 58

[outcome]
status = finished clean

[power]
cellPowerDensity_nw_per_um2 = 166.5
ir_worst_vdd_mv = 0.1043
p_total_mw = 0.8953
power.leakage_nw = 1.726

[run]
cap_viol_max_count = 0
tool_warnings = 28
[area by class of cell]
| class | count | area, um^2 | share of cell area (%) |
|---|---|---|---|
| Inverter | 16 | 60.06 | 1.117 |
| Timing Repair Buffer | 38 | 362.8 | 6.749 |
| Multi-Input combinational cell | 400 | 2621 | 48.75 |
| Tap cell | 184 | 230.2 | 4.282 |
| Clock buffer | 9 | 225.2 | 4.189 |
| Sequential cell | 89 | 1782 | 33.14 |
| Clock inverter | 7 | 95.09 | 1.769 |
[power by group]
group          switching (mW)  internal, mW
combinational          0.0339        0.0237
sequential            0.00190         0.418
clock                   0.181         0.237
total                   0.217         0.678
[worst max path at each step]
stage,end,depth (start not counted)
CTS,num_params[3]$_SDFFE_PN0P_,10
global route,num_params[3]$_SDFFE_PN0P_,10
finish,num_params[3]$_SDFFE_PN0P_,10
[worst min-delay path: stages (launching register included)]
cell	delay [ns]
dfxtp_1	0.31
nand2_1	0.05
o21ai_0	0.06
[metal layers]
layer	vias to the layer above	GRT usage [%]	wire length, um
met5	-	0	0
met4	0	1.865	109
met3	10	2.704	530
met2	99	21.67	4708
met1	1816	21.13	5307
li1	2030	-	-
[cell families after synthesis]
| logic type | count (synthesis) |
|---|---|
| multiplexers | 17 |
| AND/OR/NAND/NOR | 200 |
| AND-OR/OR-AND | 142 |
| adder cells (fa/ha/maj) | 14 |
| XOR/XNOR | 27 |
| flip-flops | 89 |
| buffers and inverters | 43 |
[per-stage QoR]
stage / std cells / util, % / hold slack, ns / setup WS, ns / cell area, um^2
2_1_floorplan: 532 / - / 0.4214 / 4.405 / 4581
3_3_place_gp: 727 / 34.40 / 0.4498 / 3.535 / 5056
3_5_place_dp: 727 / 34.40 / 0.4586 / 3.360 / 5056
4_1_cts: 743 / 36.58 / 0.4707 / 3.691 / 5376
5_1_grt: 743 / 36.58 / 0.4835 / 3.340 / 5376
6_report: 743 / 36.58 / 0.4636 / 3.647 / 5376
[placed cells by master (no fill, tap or decap), drive strengths merged, types with 5 or more instances in the layout]
master	instances
nor4	6
o21a	5
o211ai	5
clkbuf	9
xor2	10
mux2i	17
ha	14
inv	19
and3	5
or3	11
nand3	27
buf	6
a21oi	32
nor2b	7
or4	6
o21ai	34
clkdlybuf4s50	32
nor2	42
a211oi	15
nand2	45
nand4	8
dfxtp	89
a221oi	12
nor3	19
xnor2	16
nand2b	6
